### ./config.mk
export PLATFORM = sky130hd
export DESIGN_NAME = UART_Transmitter
export DESIGN_NICKNAME = UART_Transmitter
export VERILOG_FILES = /design/flow/design.v
export SDC_FILE = /design/flow/constraint.sdc
export NUM_CORES = 4
export LEC_CHECK = 1
export CORE_AREA = 10 10 113 113
export DIE_AREA = 0 0 123 123
### ./constraint.sdc
current_design UART_Transmitter

set clk_period 6.3
set clk_io_pct 0.2

create_clock -name clk0 -period $clk_period [get_ports {clk}]

set non_clock_inputs [all_inputs -no_clocks]
set_input_delay [expr $clk_period * $clk_io_pct] -clock clk0 $non_clock_inputs
set_output_delay [expr $clk_period * $clk_io_pct] -clock clk0 [all_outputs]
### ./design.v
module UART_Transmitter (
    input  wire       clk,
    input  wire       reset,
    input  wire [7:0] data_in,
    input  wire       start,
    output reg        busy,
    output wire       serial_out
);
localparam integer DIVISOR = 434;
reg [15:0] baud_counter;
reg [9:0]  tx_shift;
reg [3:0]  bit_counter;
reg        tx_reg;
assign serial_out = tx_reg;
always @(posedge clk or posedge reset) begin
    if (reset) begin
        tx_reg <= 1'b1;  
        busy <= 1'b0;
        baud_counter <= 0;
        bit_counter <= 0;
    end else begin
        if (!busy) begin
            if (start) begin
                tx_shift <= {1'b1, data_in[7:0], 1'b0};
                busy <= 1'b1;
                bit_counter <= 0;
                baud_counter <= 0;
                tx_reg <= 1'b0;  
            end
        end else begin
            if (baud_counter < (DIVISOR - 1)) begin
                baud_counter <= baud_counter + 1;
            end else begin
                baud_counter <= 0;
                bit_counter <= bit_counter + 1;
                tx_shift <= tx_shift >> 1;   
                tx_reg <= tx_shift[1];       
                if (bit_counter == 9) begin
                    busy <= 1'b0;
                    tx_reg <= 1'b1;  
                end
            end
        end
    end
end
endmodule
### ./run.sh
#!/bin/bash
# OpenROAD 26Q1-2900-gdf79404cd8, Yosys 0.63+post, stock flow scripts
make -C /OpenROAD-flow-scripts/flow DESIGN_CONFIG=/design/flow/config.mk WORK_HOME=/design/flow/orfs finish
==> README.md <==
| Result | Value |
| --- | --- |
| Tcrit/Tclk final | 45.24% |
| Routed Antenna Nets | 0 |
| Register with the highest flop count | baud_counter |
| Unrepaired setup endpoints after global routing | false |
| Start-to-end type of the worst setup path | reg2out |
| Post-Syn Instances | 134 |
| Number of max-cap violations | 0 |
| Distinct cell type count of the synthesized netlist | 41 |
| Post-layout min period | 2850 ps |
| H-Tree Level Count | 2 |
| Top Layout Cells | 21 x sky130_fd_sc_hd__dfrtp_1, 13 x sky130_fd_sc_hd__nand2_1, 12 x sky130_fd_sc_hd__clkdlybuf4s50_1 |
| Setup violators final | 0 |
| Final hold violations | 0 |
| Last weighted congestion value of the routability-driven placer | 0.7983 |
| Crit-path max cell delay | 720 ps |
| Data required, critical path | 5040 ps |
| Flip-flops with a built-in enable | 9 |
| Post-synthesis sequential area ratio | 55.12% |
| Overall chip area | 15130 um2 |
| Count of warning messages emitted by the tools | 27 |
| Die extent in y | 123 um |
| Clk latency late pin | 290 ps |
| Cell count in the Yosys report | 134 |
| Critical Path Slowest Stage Cell | sky130_fd_sc_hd__dfrtp_1 |
| Largest net degree at the start of global routing | 23 |
| Num Clock Sinks | 31 |
| Final design utilization | 18.16% |
| Cells taking the most area after synthesis | sky130_fd_sc_hd__dfrtp_1 35%, sky130_fd_sc_hd__edfxtp_1 18%, sky130_fd_sc_hd__mux2_2 6.0%, sky130_fd_sc_hd__ha_1 3.4%, sky130_fd_sc_hd__nand2_1 3.3% |
| Total leakage power | 0.7250 nW |
| Count of port buffers added during placement | 12 |
| First-pass GRT wire length | 4864 um |
| Dominant register cell | sky130_fd_sc_hd__dfrtp_1 |
| Largest registers in the final layout | baud_counter (16), tx_shift (9), bit_counter (4) |
| Overall routing resource usage | 3.845% |
| Drt first pass iters | 4 |
| Final max-slew violation count | 0 |
| Kind of cell adding the most delay to the critical path | flip-flops |
| Fin Hold WS | 487.5 ps |
| Post-route clock skew | 7.640 ps |
| Number of global-route vias before repair | 1002 |
| Number of buffer and inverter stages on the critical path | 1 |
| Flip-flop count of the largest register after layout | 16 |
| Number of core rows | 37 |
| Hold Path Origin | baud_counter[13] |
| Number of buffers created by CTS | 5 |
| Max-Slew Margin vs Limit | 42.19% |
| Cell Pwr Density | 329.7 nW/um2 |
| Final TNS setup | 0 ps |
| TritonCTS clock tree | yes |
| Drt drc | 0 |
| First-iteration detailed-routing DRC count | 72 |
| Avg Inst Size Synth | 11.13 um2 |
| Origin of the critical flop-to-flop path | busy |
| Top cell excl fill/tap | sky130_fd_sc_hd__dfrtp_1 |
| Routed via count divided by cell count | 3.615 |
| Proportion of layout cells with a drive suffix above 1 | 15.79% |
| Diode insertion count for antenna repair | 0 |
| Clock transition time at the flip-flop clock pins of the worst setup and hold paths | 70 ps |
| Number of buffers inserted by post-CTS setup repair | 0 |
| Horiz. Die Dim | 123 um |
| Status | finished clean |
| Start point of the critical path | busy |
| Worst endpoint data arrival time | 1590 ps |
| Top cell type by total area after synthesis | sky130_fd_sc_hd__dfrtp_1 |
| Element type at the critical path start | flip-flop |
| Aggregate routed wire length | 2885 um |
| Synthesis-to-layout area growth | 25.67% |
| Root Buffer Master | sky130_fd_sc_hd__clkbuf_8 |
| Number of vias after detailed routing | 1041 |
| Netlist Area Pre-Place | 1491 um2 |
| Standard cell core area | 10320 um2 |
| Critical path cell sequence | clkdlybuf4s50_1 |
| Buffer levels on the longest clock path | 2 |
| Post-layout power | 0.6180 mW |
| Ys flops | 31 |
| Transition time at the pin with the least slew margin | 860.5 ps |
| Top cell area share | 35.23% |
| Fill cell total of the finished layout | 1107 |
| Critical-path maximum fanout | 17 |
| Post-detail-place hpwl | 2076 um |
| Antenna violations before repair | 0 |
| Overflow left after global routing | 0 |
| Synthesis Warnings | 1 |
| Number of gates resized after cts | 0 |
| Worst ir drop on vdd | 139.8 uV |
| Number of buffers inserted for hold repair after clock tree synthesis | 0 |
| Highest clock frequency the design can meet | 350.9 MHz |
| Worst hold path class | reg2reg |
| Chip area estimate from yosys synthesis | 1491 um2 |
| Average wire length per cell after detail routing | 10.02 um |
| Proportion of synthesized flip-flops having asynchronous set or reset | 70.97% |
| Floorplan core density | 14.45% |
| Number of placed I/O pins | 13 |
| Kind of end point of the critical path | output port |
-- where the power goes --
part | total (mW) | switching, mW | leakage [nW] | internal, mW
clock network | 0.154 | 0.0771 | 0.0402 | 0.0767
registers | 0.309 | 0.0516 | 0.355 | 0.257
logic | 0.155 | 0.0719 | 0.330 | 0.0835
total | 0.618 | 0.201 | 0.725 | 0.417
-- cells by family after synthesis --
group	count (synthesis)	synth area share, %
AND-OR/OR-AND	27	12.58
XOR/XNOR	1	0.5874
adder cells (fa/ha/maj)	4	3.356
buffers and inverters	12	3.021
flip-flops	31	55.12
multiplexers	11	8.054
AND/OR/NAND/NOR	48	17.28
-- cell usage after synthesis, types with 2 or more instances --
cell                        instances
sky130_fd_sc_hd__a22o_1             2
sky130_fd_sc_hd__inv_1              7
sky130_fd_sc_hd__nor3_1             7
sky130_fd_sc_hd__a31oi_1            2
sky130_fd_sc_hd__nand3_1            5
sky130_fd_sc_hd__nor2_1             4
sky130_fd_sc_hd__o211ai_1           2
sky130_fd_sc_hd__o21ai_0            5
sky130_fd_sc_hd__o2111ai_1          2
sky130_fd_sc_hd__mux2i_1            3
sky130_fd_sc_hd__edfxtp_1           9
sky130_fd_sc_hd__a21oi_1            4
sky130_fd_sc_hd__mux2_2             8
sky130_fd_sc_hd__nand2_1           13
sky130_fd_sc_hd__and2_1             7
sky130_fd_sc_hd__ha_1               4
sky130_fd_sc_hd__dfrtp_1           21
sky130_fd_sc_hd__or3_1              2
sky130_fd_sc_hd__clkbuf_1           5
-- metrics by stage --
step | setup WS [ps] | instance area, um2 | cells
final | 3450 | 1874 | 288
after global routing | 3316 | 1874 | 288
after CTS | 3401 | 1874 | 288
after detailed placement | 3589 | 1785 | 280
after global placement | 3605 | 1785 | 280
after floorplan | 3761 | 1491 | 134
-- routing by layer --
layer | routed length, um | GRT usage [%] | vias up
met2 | 1311 | 5.656 | 13
li1 | - | - | 525
met5 | 0 | 0 | -
met4 | 72 | 0.7278 | 0
met1 | 1385 | 5.633 | 498
met3 | 116 | 1.018 | 5
-- final cells by class --
cell class	count	area, um2	share of cell area [%]
multi-input cells	91	624.3	33.31
clock inverters	3	20.02	1.068
well taps	136	170.2	9.079
clock buffers	5	68.82	3.672
flip-flops and latches	31	822.0	43.86
inverters	7	26.28	1.402
repair buffers	15	142.6	7.610
-- final timing paths --
path	to	slack, ps	cells past startpoint
min	baud_counter[13]	490	1
max	busy	3450	1
max reg2reg	baud_counter[0]	3940	4
min reg2reg	baud_counter[13]	490	1
min in group asynchronous	baud_counter[2]	1370	3
max in group asynchronous	tx_reg	4650	3
Power figures rest on the tool's default switching activity, not on a simulated workload.
