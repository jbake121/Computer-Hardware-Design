`flow/design.v`:
```
module Counter_3bit(
	input wire clk,
	input wire Enable,
	input wire Reset,
	output reg [2:0] Q
);
always @(posedge clk or posedge Reset) begin
    if (Reset)
      Q <= 3'b000;
    else if (Enable)
      Q <= Q + 1;
    end
endmodule
module ID_Display(
	input wire CLOCK_50,
	input wire [9:0] SW,
	output wire [3:0] LEDR
);
wire [3:0] Numeral;
wire [2:0] Q;
wire Rollover;
ID_Numeral id_numeral_inst (
	.Numeral(Numeral), 
	.Position(Q)
);
Counter_3bit counter_3bit_inst (
	.clk(CLOCK_50),
	.Enable(Enable),
	.Reset(SW[0]),
	.Q(Q)
);
Timer_1s timer_1s_inst (
	.clk(CLOCK_50),
	.Reset(SW[0]),
	.count(count),
	.Rollover(Rollover)
);
assign Enable = Rollover;
assign LEDR = Numeral;
endmodule
module ID_Numeral(
	input [2:0] Position,
	output reg [3:0] Numeral
);
always @(*) begin
    case (Position)
    	3'b000:  Numeral = 4'b0001;
	3'b001:  Numeral = 4'b0011;
	3'b010:  Numeral = 4'b0100;
	3'b011:  Numeral = 4'b0110;
	3'b100:  Numeral = 4'b0011;
	3'b101:  Numeral = 4'b0111;
	3'b110:  Numeral = 4'b0010;
	3'b111:  Numeral = 4'b0011;
	default: Numeral = 4'bxxxx;
    endcase
end
endmodule
module Timer_1s(
	input wire clk,
	input wire Reset,
	output reg [25:0] count,
	output reg Rollover
);
parameter target = 50000000;
always @(posedge clk or posedge Reset) begin
	if (Reset) begin
	    count <= 26'b0;
	    Rollover <= 1'b0;
	end
	else begin
	    if (count == target - 1) begin
		count <= 26'b0;
		Rollover <= 1'b1;
	    end
	    else begin
		count <= count + 1;
		Rollover <= 1'b0;
	    end
	end
    end
endmodule
```
`flow/run.sh`:
```
#!/bin/bash
# OpenROAD 26Q1-2900-gdf79404cd8, Yosys 0.63+post, stock flow scripts
make -C /OpenROAD-flow-scripts/flow DESIGN_CONFIG=/design/flow/config.mk WORK_HOME=/design/flow/orfs finish
```
`flow/config.mk`:
```
export PLATFORM = sky130hd
export DESIGN_NAME = ID_Display
export DESIGN_NICKNAME = ID_Display
export VERILOG_FILES = /design/flow/design.v
export SDC_FILE = /design/flow/constraint.sdc
export NUM_CORES = 4
export LEC_CHECK = 1
export CORE_UTILIZATION = 30
```
`flow/constraint.sdc`:
```
current_design ID_Display

set clk_period 3.1
set clk_io_pct 0.2

create_clock -name clk0 -period $clk_period [get_ports {CLOCK_50}]

set non_clock_inputs [all_inputs -no_clocks]
set_input_delay [expr $clk_period * $clk_io_pct] -clock clk0 $non_clock_inputs
set_output_delay [expr $clk_period * $clk_io_pct] -clock clk0 [all_outputs]
```
==> results.ini <==
[power_and_ir_drop]
p_per_area_mw_per_mm2=418
switching_share=0.209
pwr-share-clk=0.446
p_comb_frac=0.013
power_switching_mw=0.152
internal_power_mw=0.572
p_leak_nw=0.780
vdd_ir_drop_max_uv=188
seq_power_share=0.541
power.total_mw=0.724

[worst_setup_path]
end_kind=output pin
worstPathArrival_ns=1.56
cp_max_fo=5
critical-path-slowest-cell=clkdlybuf4s50_1
criticalPathCategory=flop to output pin
cp-start-kind=flop
path_cells=inv_1 > ha_1 > mux2i_1 > clkdlybuf4s50_1
cp_data_required_time_ns=2.48
timing.critical_path.buf_inv=2
max_stage_delay_ns=0.48
startpoint=counter_3bit_inst.Q[0]$_DFFE_PP0P_
path_delay_family=buffers and inverters
r2r-start=timer_1s_inst.count[0]$_DFF_PP0_

[routing]
viasPerCell=4.78
n_antenna_cell=0
first_pass_iters=6
wire_per_inst_um=12.2
vias=1066
ant_nets=0
drt-total-wl_um=2720
drt_iter0_drc=111
post-route-drc-count=0

[timing]
finalHoldViolations=0
slew_violations=0
min_period_ns=2.18
whs_ns=0.470
tightestPinTransition_ns=0.579
period_used_share=0.702
rsz0062_at_grt=no
fmax_ghz=0.460
setup_tns_ns=0
slew_headroom=0.614
worst_clock_skew_ns=0.00724
setup-violations-final=0

[die]
initCoreUtil=0.318
io_pins=15
die_y_um=73.7
die_x_um=73.7
die-area_mm2=0.00543
core_mm2=0.00485
num_rows=25

[finish]
synthToLayoutAreaGrowth_pct=12.4
utilization=0.357
drive_gt1_frac=0.0769
final_area_mm2=0.00173

[synth]
synth_cell_types=30
yosys_area_mm2=0.00154
avgSynthCellArea_um2=10.4
top_area_cell=dfrtp_1
enable_flop_cells=0
yosys_register_bits=30
ys_cells=148
synth_seq_share=0.487
top_cells_by_count=dfrtp_1 (30), nand3_1 (12), xnor2_1 (11)
top_area_frac=0.487
synthesis.area_mm2=0.00154
topCellsByArea=dfrtp_1 (49%), xnor2_1 (6.3%), and4_1 (5.1%)
ff_type=dfrtp_1
yosysMostFrequentCell=dfrtp_1
async_flop_share=1.00
synth_cells=148
ys.warnings.count=6

[placed_design]
port_buffers=4
dpl.hpwl_um=1840
post_dp_cell_area_mm2=0.00164
place_congestion=0.794

[grt]
grt_usage=0.119
grt_pass1_wl_um=4910
overflow=0
antenna_found_initial=0
grt_pass1_vias=1069
grt_max_degree=31

[run]
tool_warnings=37
max_cap_viol_count=0

[status]
status=finished clean

[clock_tree]
cts_num_sinks=30
ctsResizeCount=0
cts_hold_buf=0
clk_latency_ns=0.29
cts_made_buffers=5
clockBufferDepth=2
htree_levels=2
cts_tree=done
cts.reportedPaths.clkPinSlew_ns=0.07
postCtsSetupRepairBufs=0
cts_root_buf=clkbuf_8

[min_path]
hold_path.class=flop to flop
hold_path.startpoint=timer_1s_inst.count[25]$_DFF_PP0_

==> final cells by class <==
class                           instances  area, um2
Timing Repair Buffer                    5       47.5
Fill cell                             491       3120
Clock inverter                          1       5.00
Tap cell                               67       83.8
Inverter                                6       22.5
Sequential cell                        30        751
Multi-Input combinational cell        107        737
Clock buffer                            7       86.3
==> placed cells by master, fill, tap and decap left out, types with 2 or more instances in the layout <==
cell / n
inv_1: 6
and3_1: 6
ha_1: 5
and2_1: 2
nor2_1: 8
dfrtp_1: 30
mux2i_1: 5
and4_1: 9
nand2_1: 7
nor3_1: 2
clkbuf_8: 6
or3_1: 4
nand4_1: 7
nand3_1: 12
xor2_1: 5
a21oi_1: 5
o21ai_0: 9
xnor2_1: 11
clkdlybuf4s50_1: 4
==> metal layers <==
metal / wire (um) / up-vias / part of all wire / GRT usage
met5: 0 / - / 0 / 0
li1: - / 545 / - / -
met3: 83 / 7 / 0.031 / 0.0222
met4: 60 / 0 / 0.022 / 0.0256
met2: 1130 / 9 / 0.41 / 0.174
met1: 1450 / 505 / 0.53 / 0.191
==> registers in the layout (all words and copies together), names as in the netlist <==
name	count
timer_1s_inst.count	26
counter_3bit_inst.Q	3
timer_1s_inst.Rollover	1
==> stage by stage <==
stage	instances	worst slack, ns
2_1_floorplan	148	1.65
3_3_place_gp	215	1.23
3_5_place_dp	215	1.21
4_1_cts	223	0.896
5_1_grt	223	0.815
6_report	223	0.924
==> power by group through the flow <==
stage                 registers [mW]  clock network (mW)  logic (mW)
after CTS                      0.391               0.332      0.0103
after global routing           0.391               0.348      0.0113
final                          0.392               0.323     0.00948
==> cell families (layout without fill, tap and decap cells) <==
family | after synthesis | after routing | share of synthesized area
and+or+nand+nor | 63 | 63 | 0.250
DFF | 30 | 30 | 0.487
AOI/OAI and AO/OA | 17 | 17 | 0.0617
xor gates and xnor gates | 16 | 16 | 0.0909
buffers and inverters | 11 | 19 | 0.0349
adders and majority gates | 5 | 5 | 0.0406
muxes | 5 | 5 | 0.0325
other | 1 | 1 | 0.00243
==> path summary, 6_finish.rpt <==
kind                                                     end  slack (ns)  cells after the start
min in group asynchronous  timer_1s_inst.count[25]$_DFF_PP0_        0.71                      3
max in group asynchronous  timer_1s_inst.count[13]$_DFF_PP0_        2.11                      3
hold / removal             timer_1s_inst.count[25]$_DFF_PP0_        0.47                      1
setup reg to reg           timer_1s_inst.count[12]$_DFF_PP0_        1.25                      5
setup / recovery                                     LEDR[0]        0.92                      4
hold reg to reg            timer_1s_inst.count[25]$_DFF_PP0_        0.47                      1
No activity file was given, so power comes from the tool's default toggle rates.
