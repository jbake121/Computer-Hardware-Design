$ cat design.v
module UART_Receiver(
    input clk,
	input reset,
    input serial_in,
    output reg [7:0] data_out,
    output reg data_valid
);
    localparam integer SAMPLE_RATE = 434;
    reg [15:0] sample_counter = 0;
    reg [3:0] bit_counter = 0;
    reg [9:0] shift_reg = 10'b1111111111;
    reg receiving = 0;
	reg serial_in_prev;
    always @(posedge clk or posedge reset) begin
		if (reset) begin
			data_valid <= 0;
			sample_counter <= 0;
			bit_counter <= 0;
			shift_reg <= 10'b1111111111;
			receiving <= 0;
			serial_in_prev <= 1;
		end
		else begin
			data_valid <= 0;
			serial_in_prev <= serial_in;
			if (!receiving) begin
				if (serial_in == 0 && serial_in_prev == 1) begin
					receiving <= 1;
					sample_counter <= SAMPLE_RATE / 2;
					bit_counter <= 0;
				end
			end 
			else begin
				if (sample_counter == SAMPLE_RATE - 1) begin
					sample_counter <= 0;
					shift_reg <= {serial_in, shift_reg[9:1]};
					bit_counter <= bit_counter + 1;
					if (bit_counter == 9) begin
						receiving <= 0;
						data_out <= shift_reg[9:2];
						data_valid <= 1;
					end
				end 
				else begin
                sample_counter <= sample_counter + 1;
				end
			end
		end
	end
endmodule
$ cat run.sh
#!/bin/bash
# OpenROAD 26Q1-2900-gdf79404cd8, Yosys 0.63+post, stock flow scripts
make -C /OpenROAD-flow-scripts/flow DESIGN_CONFIG=/design/flow/config.mk WORK_HOME=/design/flow/orfs finish
$ cat config.mk
export PLATFORM = sky130hd
export DESIGN_NAME = UART_Receiver
export DESIGN_NICKNAME = UART_Receiver
export VERILOG_FILES = /design/flow/design.v
export SDC_FILE = /design/flow/constraint.sdc
export NUM_CORES = 4
export LEC_CHECK = 1
export CORE_AREA = 10 10 113 113
export DIE_AREA = 0 0 123 123
$ cat constraint.sdc
current_design UART_Receiver

set clk_period 3.6
set clk_io_pct 0.2

create_clock -name clk0 -period $clk_period [get_ports {clk}]

set non_clock_inputs [all_inputs -no_clocks]
set_input_delay [expr $clk_period * $clk_io_pct] -clock clk0 $non_clock_inputs
set_output_delay [expr $clk_period * $clk_io_pct] -clock clk0 [all_outputs]
==> impl_metrics.json <==
{
  "timing_max_transition_violations_final": 0,
  "synth_area_per_cell_um2": 11.8,
  "yosys_warning_total": 1,
  "timing.critical_path.cells": "inv_1 > ha_1 > or4b_4 > nor4_4 > nand2_4 > nor4_1 > buf_4",
  "netlist_top_cells_area": "dfrtp_1 (29%), edfxtp_1 (13%), dfstp_2 (12%), mux2_4 (4.0%), a21o_1 (2.8%)",
  "cts-root-to-sink-buffers": 2,
  "grt_antenna_before_repair": 0,
  "critical_path_peak_fanout": 13,
  "route.antenna.diode_count": 0,
  "cellLeakagePower_nw": 0.925,
  "grt_util_met1_pct": 7.79,
  "netlist-cell-type-count": 49,
  "syn_to_final_growth_pct": 20.2,
  "ff_latch_area_um2": 1030,
  "cts_hold_buf": 0,
  "worst_setup_path_end_kind": "flop",
  "route.detailed.wl_per_inst_um": 11.3,
  "detailroute.via_count": 1270,
  "dp.final_hpwl_um": 2440,
  "enable_flop_cells": 8,
  "grt_pass1_vias": 1147,
  "cts_max_level": 2,
  "cts_buffers": 5,
  "placement_rows": 37,
  "hold_path_class": "reg2reg",
  "viasPerCell": 4.08,
  "postSynthRegisterBits": 39,
  "worst-setup-path-type": "reg2reg",
  "rsz0062_at_grt": "false",
  "worst_pin_slew_ns": 0.690,
  "critical_path.top_delay_family": "simple AND/OR/NAND/NOR gates",
  "die_x_um": 123,
  "globalplace.congestion": 0.884,
  "drt-initial-drc-count": 65,
  "cts_post_setup_buffers_inserted": 0,
  "grt_use_met3_pct": 1.57,
  "worstPathBufferInverterCount": 2,
  "fill_cells": 1077,
  "cts_sinks": 39,
  "grtUsageMet2_pct": 5.86,
  "layout_worst_path_cycle_share_pct": 76.1,
  "worst_clock_skew_ns": 0.00432,
  "postRouteAntennaNets": 0,
  "grt_max_degree": 18,
  "die-height_um": 123,
  "cts-root-buf": "clkbuf_8",
  "floorplanUtilization_pct": 18.3,
  "timing.final.crit_period_ns": 2.74,
  "synth_top_flop_cell": "dfrtp_1",
  "maxCapViolCount": 0,
  "core-area_um2": 10300,
  "timing.critical_path.slowest_stage_cell": "nor4_4",
  "dieArea_um2": 15100,
  "clk_pin_slew_worst_paths_ns": 0.08,
  "status": "complete, no violations",
  "layout-drive-gt1-share_pct": 21.7,
  "postRouteWirelength_um": 3510,
  "minimum_setup_slack_among_reg_to_reg_paths_ns": 0.86,
  "largest_register_ff_count": 16,
  "timing_hold_violations_final": 0,
  "cp-start-kind": "flop",
  "proportion_of_synthesized_flip_flops_having_asynchronous_set_or_reset_pct": 79.5,
  "worst_ep_required_time_ns": 3.60,
  "ys_cells": 161,
  "busiest_layer_in_global_routing": "met1",
  "power.density_nw_per_um2": 559,
  "layout_setup_ws_ns": 0.860,
  "timing.setup.tns_ns": 0,
  "clock_tree_from_tritoncts": "done",
  "drcViolationCount": 0,
  "worstPathArrival_ns": 2.74,
  "syn-cell-area_um2": 1890,
  "max_freq_ghz": 0.365,
  "synthCells": 161,
  "post-place-ws_ns": 0.887,
  "worst_skew_pair.late_latency_ns": 0.29,
  "first_pass_iters": 4,
  "io-pin-count": 12,
  "fin_total_pwr_mw": 1.27,
  "irDropWorstVdd_uv": 250,
  "log.warning_count": 27,
  "global_route.usage.total_pct": 4.72,
  "global_route.overflow_total": 0,
  "port_buffers": 11,
  "ctsResizeCount": 0,
  "final_hold_slack_ns": 0.520,
  "yosysSeqAreaShare_pct": 54.2,
  "multiInputGateArea_um2": 792,
  "finalSetupViolCount": 0,
  "yosysTopAreaCell": "dfrtp_1",
  "slew_headroom_pct": 53.5,
  "synthDominantCellAreaShare_pct": 29.1,
  "grt_pass1_wl_um": 5890,
  "synth-area-yosys_um2": 1890,
  "critical_path.max_stage_delay_ns": 0.53
}
[through the flow]
step | utilization, % | std cells | instance area (µm²)
6_report | 22.1 | 311 | 2280
3_3_place_gp | 20.8 | 303 | 2140
2_1_floorplan | - | 161 | 1890
5_1_grt | 22.1 | 311 | 2280
3_5_place_dp | 20.8 | 303 | 2140
4_1_cts | 22.1 | 311 | 2280
[worst register-to-register path, cell delays in order (launching register included)]
cell     delay, ns
dfrtp_1       0.42
inv_1         0.09
ha_1          0.14
or4b_4        0.50
nor4_4        0.53
nand2_4       0.23
nor4_1        0.32
buf_4         0.22
[worst paths after layout]
path	from	cells past startpoint	to
worst max register to register	sample_counter[1]	7	data_out[2]
max in group asynchronous	reset	3	shift_reg[3]
worst min register to register	sample_counter[14]	1	sample_counter[14]
worst max-delay path	sample_counter[1]	7	data_out[2]
worst min-delay path	sample_counter[14]	1	sample_counter[14]
min in group asynchronous	reset	2	sample_counter[7]
[kinds of logic (layout without fill, tap and decap cells)]
kind of cell	Yosys count	in the layout	share of synthesized area (%)
AOI/OAI and AO/OA	49	49	17.8
adders and majority gates	4	4	2.64
buffers and inverters	14	28	3.96
DFF	39	39	54.2
muxes	9	9	6.27
and+or+nand+nor	46	46	15.1
[cell usage in the layout, fill, tap and decap left out, drive strengths merged, types with 2 or more instances in the layout]
cell and count:
o22a 2, bufinv 2, buf 3, and3 4, nand2 8, nand3 7, or4 2, inv 6
a41oi 2, a31oi 8, dfstp 9, o21ai 10, a21oi 9, nor4 2, edfxtp 8, clkdlybuf4s50 11
o21a 2, dfrtp 22, nand4 5, clkbuf 6, o31a 2, a21o 7, ha 4, mux2 8
nor2 7, nor3 4
[per-layer routing]
| layer | wire [µm] | up-vias |
|---|---|---|
| met2 | 1330 | 29 |
| met5 | 0 | - |
| met3 | 270 | 4 |
| met4 | 34 | 0 |
| li1 | - | 636 |
| met1 | 1880 | 601 |
[where the power goes]
group	total, mW	internal, mW	switching, mW	leakage, nW
clock	0.425	0.277	0.148	0.0654
sequential	0.632	0.523	0.108	0.439
combinational	0.217	0.111	0.106	0.421
[cells in the mapped netlist (2+ instances only)]
| cell type | instances |
|---|---|
| mux2_4 | 5 |
| inv_1 | 6 |
| o22a_1 | 2 |
| a21oi_1 | 9 |
| nand4_1 | 5 |
| nand2_1 | 7 |
| a21o_1 | 7 |
| dfstp_2 | 9 |
| buf_6 | 2 |
| nor3_1 | 4 |
| a31oi_1 | 8 |
| o31a_1 | 2 |
| nand3_1 | 7 |
| o21ai_0 | 9 |
| o21a_1 | 2 |
| mux2_2 | 3 |
| nor2_1 | 7 |
| dfrtp_1 | 22 |
| edfxtp_1 | 8 |
| and3_1 | 2 |
| clkbuf_2 | 2 |
| a41oi_1 | 2 |
| and3_2 | 2 |
| ha_1 | 4 |
[cell type report]
cell class | count | area share [%]
Tap cell | 136 | 7.47
Clock buffer | 6 | 3.19
Timing Repair Buffer | 14 | 5.82
Multi-Input combinational cell | 108 | 34.8
Clock inverter | 2 | 2.64
Inverter | 6 | 0.989
Sequential cell | 39 | 45.1
No activity file was given, so power comes from the tool's default toggle rates.
